## flow/constraint.sdc

```tcl
current_design TX_div

set clk_period 3.7
set clk_io_pct 0.2

create_clock -name clk0 -period $clk_period [get_ports {clk}]

set non_clock_inputs [all_inputs -no_clocks]
set_input_delay [expr $clk_period * $clk_io_pct] -clock clk0 $non_clock_inputs
set_output_delay [expr $clk_period * $clk_io_pct] -clock clk0 [all_outputs]
```

## flow/config.mk

```make
export PLATFORM = sky130hd
export DESIGN_NAME = TX_div
export DESIGN_NICKNAME = TX_div
export VERILOG_FILES = /design/flow/design.v
export SDC_FILE = /design/flow/constraint.sdc
export NUM_CORES = 4
export LEC_CHECK = 1
export CORE_AREA = 10 10 110 110
export DIE_AREA = 0 0 120 120
```

## flow/run.sh

```bash
#!/bin/bash
# OpenROAD 26Q1-2900-gdf79404cd8, Yosys 0.63+post, stock flow scripts
make -C /OpenROAD-flow-scripts/flow DESIGN_CONFIG=/design/flow/config.mk WORK_HOME=/design/flow/orfs finish
```

## flow/design.v

```verilog
module TX_div (clk,rst,bd_rate,clk_out,SYS_clk_call);
input clk;             
input rst;
input SYS_clk_call;
input [1:0 ]bd_rate;
output clk_out;   
    reg T9600;       
    reg T2400;      
    reg T4800;     
    reg T1200;    
    reg [11:0] TQ9600;  
    reg [13:0] TQ2400;  
    reg [12:0] TQ4800;  
assign clk_out =    (!rst || SYS_clk_call) ? clk    
                   :(bd_rate == 2'b00)? T1200
                   :(bd_rate == 2'b01)? T2400
                   :(bd_rate == 2'b10)? T4800
                   : T9600 ;
always @ (posedge(clk))    
begin
    if ((rst == 1'b0) || (SYS_clk_call) || (bd_rate != 2'b11)) begin  
        TQ9600  <= 12'b0; 
        T9600 <= 1'b1;
    end
    else begin
     if (TQ9600 == 12'd2603) begin
     TQ9600  <= 12'b0; 
     T9600 <= ~T9600; 
        end 
        else begin
       TQ9600 <= TQ9600 + 12'd1;
        end
    end
end
always @ (posedge(clk))    
begin
    if ((rst == 1'b0) || (SYS_clk_call) || (bd_rate[1] == 1'b1)) begin  
        TQ2400  <= 14'b0; 
        T2400 <= 1'b1;
        T1200 <= 1'b1;
    end
    else begin
     if (TQ2400 == 14'd10416) begin
     TQ2400  <= 14'b0; 
     T2400 <= ~T2400;
     if (bd_rate == 2'b00) begin
       T1200 <= T2400 ? ~T1200 : T1200;
     end
        end 
        else begin
       TQ2400 <= TQ2400 + 14'd1;
        end
    end
end
always @ (posedge(clk))    
begin
    if ((rst == 1'b0) || (SYS_clk_call) || (bd_rate != 2'b10)) begin  
        TQ4800  <= 13'b0; 
        T4800 <= 1'b1;
    end
    else begin
     if (TQ4800 == 13'd5207) begin
     TQ4800  <= 13'b0; 
     T4800 <= ~T4800; 
        end 
        else begin
       TQ4800 <= TQ4800 + 13'd1;
        end
    end
end
endmodule
```

==> ci_impl_report.md <==
## Synthesis and layout report

| Metric | Value |
|---|---|
| Status | finished, final reports clean |
| Power Density | between 300 and 400 nW/µm² |
| Via density | ~3.9 |
| Synthesized instance count | 209 |
| Largest net degree at the start of global routing | 14 |
| Final total power | ~880 µW |
| DP Wirelength | about 2.1 mm |
| Design area | 2246 µm² |
| Final setup vio count | 0 |
| CP endpoint kind | output pin |
| Inserted Diodes | 0 |
| Fp util | about a fifth |
| Vias in the first global route | 1348 |
| Least-Margin Pin Slew | between 400 and 500 ps |
| P_leak | just under 0.7 nW |
| Clock-pin slew of the registers on the worst-case setup and hold paths | roughly 70 ps |
| Max-cap violations | 0 |
| Worst setup SP type | clock port |
| Final hold vios | 0 |
| Initial antenna violation count | 0 |
| RSZ-0062 raised after global routing | false |
| Skew final | ~5.7 ps |
| Synthesized registers | between 40 and 50 |
| CP Cell Sequence | clkbuf_8 -> clkbuf_8 -> mux2_2 -> clkdlybuf4s50_1 |
| Worst skew pair latency | around 390 ps |
| Critical Setup Path Class | clock port to output pin |
| Critical path's top delay family | buffers and inverters |
| Cell Type Count | 34 |
| Cts repair resizes | 0 |
| Most frequent CP cell | clkbuf_8 |
| CTS tree | built |
| Synth Seq Share | 44.68% |
| Antenna-violating nets left | 0 |
| Die area | between 10000 and 15000 µm² |
| First drt pass iteration count | 4 |
| Yosys stat cell total | about 210 |
| DRC | 0 |
| Wire length per cell | ~8.7 µm |
| Arr. time, crit path | 2740 ps |
| Via count | 1389 |
| P&R area growth vs syn | 16.56% |
| Prevailing post-synth register cell | dfxtp_1 |
| DP Area | ~2100 µm² |
| CP required | just under 3000 ps |
| Sum of negative setup slack | 0 ps |
| Final tally of max-slew violations | 0 |
| CP max stage cell | clkdlybuf4s50_1 |
| I/O Buffers | 5 |
| Boundary Pins | 6 |
| Die X-Extent | about 120 µm |
| Post-synthesis area per instance | between 9 and 10 µm² |
| Total GRT Usage | roughly 4.4% |
| Setup bufs post-CTS | 0 |
| Post-synth ARST share | 0% |
| Cell area after synthesis | 1927 µm² |
| FP Rows | 36 |
| Cts hold-fix bufs | 0 |
| CP bufs+invs | 3 |
| Stages on worst setup path | 4 |
| Die Ht | ~120 µm |
| Core area | a little under 10000 µm² |
| Tool Warnings | 28 |
| Synthesis Warnings | 1 |
| First-pass GRT wire length | ~5.6 mm |
| Max VDD drop | around 0.21 mV |
| Ratio of cells with drive above 1 in the final layout | between 8 and 9% |
| GRT overflow | 0 |
| Slew Limit Headroom | between 60% and 70% |
| Delay of the slowest critical-path stage | 410 ps |
| Yosys chip area | approximately 1900 µm² |
| Starting DRT DRC Count | 34 |
| Final GP Congestion | 0.8371 |
| Post-synth EDFFs | 0 |
| R2R cell count | 6 |
| Total wire length | 3.079 mm |
| Hold Crit Depth | 1 |
| Worst hold path class | flop to flop |
| Worst-path maximum fanout | 2 |
[layout make-up]
class	count	area [µm²]
Multi-Input combinational cell	155	1013
Clock inverter	1	5.005
Sequential cell	43	860.8
Fill cell	1072	7528
Timing Repair Buffer	4	40.04
Tap cell	133	166.4
Inverter	7	26.28
Clock buffer	10	133.9
[cell families (layout without fill, tap and decap cells)]
group           Yosys count  in the layout  synth area share [%]
mux                       2              2                 1.753
simple gates            111            111                 31.56
fa+ha+maj                 4              4                 2.598
buf+inv                  11             22                 2.727
xor+xnor                 35             35                 15.91
compound gates            3              3                0.7790
flops                    43             43                 44.68
[registers in the layout (all words and copies together), names as in the netlist]
register,flops
T9600,1
TQ2400,14
T4800,1
TQ4800,13
T1200,1
TQ9600,12
T2400,1
[per-layer routing]
metal,global-route usage (%),vias up,wire length (µm),share of wire [%]
met2,6.534,16,1280,42
met5,0,-,0,0
li1,-,743,-,-
met4,0.9804,0,34,1.1
met1,6.003,627,1648,54
met3,1.428,3,117,3.8
[power by group]
part,internal (mW),total (mW),switching (mW)
combinational,0.00689,0.0152,0.00828
sequential,0.464,0.465,0.00117
clock,0.235,0.398,0.163
[cell usage after synthesis (2+ instances only)]
library cell / n / area (µm²)
nor2b_1: 2 / 12.51
o21ai_0: 2 / 10.01
nor4_1: 4 / 25.02
nand2_1: 10 / 37.54
nor3_1: 6 / 30.03
clkbuf_1: 3 / 11.26
xnor2_1: 16 / 140.1
nand4_1: 12 / 75.07
and3_1: 4 / 25.02
nand3b_1: 2 / 15.01
xor2_1: 19 / 166.4
dfxtp_1: 43 / 860.8
and4_1: 5 / 43.79
ha_1: 4 / 50.05
nor2_1: 38 / 142.6
nor4b_1: 2 / 17.52
nand3_1: 14 / 70.07
inv_1: 7 / 26.28
[cell usage in the layout, fill, tap and decap left out, types with 2 or more instances in the layout]
cell,count
and3_1,4
and4_1,5
clkbuf_8,9
clkdlybuf4s50_1,5
dfxtp_1,43
ha_1,4
inv_1,7
nand2_1,10
nand3_1,14
nand3b_1,2
nand4_1,12
nor2_1,38
nor2b_1,2
nor3_1,6
nor4_1,4
nor4b_1,2
o21ai_0,2
xnor2_1,16
xor2_1,19
[final timing paths]
path | start | endpoint | slack, ps
worst min register to register | TQ4800[0]$_SDFF_PP0_ | TQ4800[0]$_SDFF_PP0_ | 440
worst max-delay path | clk | clk_out | 220
worst min-delay path | TQ4800[0]$_SDFF_PP0_ | TQ4800[0]$_SDFF_PP0_ | 440
worst max register to register | TQ2400[0]$_SDFF_PP0_ | T1200$_SDFFE_PP1P_ | 1700
[metrics by stage]
step	setup slack (ps)	hold slack, ps	util [%]	instances
2_1_floorplan	890.4	413.2	-	209
3_3_place_gp	487.9	427.7	21.66	343
3_5_place_dp	487.9	434.8	21.66	343
4_1_cts	200.7	446.3	22.98	353
5_1_grt	198.9	468.8	22.98	353
6_report	222.3	441.7	22.98	353
No activity file was given, so power comes from the tool's default toggle rates.
